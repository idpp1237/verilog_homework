$ cat design/flow/design.v
module ALUnew(alusrc2,alusrc1,addctrl,alu_o,overflow);
input [31:0]alusrc1,alusrc2;
input addctrl;
output reg [31:0]alu_o;
output reg overflow;
reg [32:0]a,b;
reg [32:0]z;
always@(*)
begin
if(addctrl)
	begin
a[32]=0;
b[32]=0;
	a[31:0]=alusrc1;
	b[31:0]=alusrc2;
	{overflow,alu_o}=a+b;
	end
end
endmodule
module compMul(multiplicand_i,srtctrl1,multiplier_i,clk,run,rst,product,ready);
input clk,rst,run;
input [31:0]multiplicand_i,multiplier_i;
output [63:0]product;
output ready,srtctrl1;
wire rst,overflow,addctrl,wrctrl,srtctrl,lsb;
wire [31:0]alusrc1,alusrc2,alu_o;
product product1(.product(product),.overflow(overflow),.run(run),.alu_o(alu_o),.wrctrl(wrctrl),.rst(rst),.lsb(lsb),.ready(ready),.alusrc2(alusrc2),.multiplier_i(multiplier_i),.srtctrl(srtctrl),.clk(clk));
control control1(.run(run),.rst(rst),.wrctrl(wrctrl),.addctrl(addctrl),.srtctrl(srtctrl),.lsb(lsb),.ready(ready),.clk(clk));
multiplicand multiplicand(.multiplicand_i(multiplicand_i),.wrctrl(wrctrl),.rst(rst),.alusrc1(alusrc1));
ALUnew alunew(.alusrc2(alusrc2),.alusrc1(alusrc1),.addctrl(addctrl),.alu_o(alu_o),.overflow(overflow));
assign srtctrl1=srtctrl;
endmodule
module control(run,rst,wrctrl,addctrl,srtctrl,lsb,ready,clk);
input run,clk,rst,lsb;
output reg srtctrl,wrctrl,ready,addctrl;
reg [6:0]count;
reg k;
always@(posedge clk,posedge rst)
	begin
if(rst)
begin
count<=0;
ready<=0;
k<=0;
end
else if(run)
	begin
	k<=1;
	end
else if(count==31)
	begin
		count<=0;
		ready<=1;
		k<=0;
	end
else if(k)
	begin
		count<=count+1;
	end
end
always@(lsb,ready,rst)
begin
	if(rst)
	begin
		wrctrl<=0;
		addctrl<=0;
		srtctrl<=0;
	end
	else if(ready)
	begin
		wrctrl<=0;
		addctrl<=0;
		srtctrl<=0;
	end
	else if(k&&lsb)
	begin
		wrctrl<=1;
		addctrl<=1;
		srtctrl<=1;
	end
	else if(!lsb&&k)
	begin
		addctrl<=0;
		srtctrl<=1;
		wrctrl<=0;
	end
end
endmodule
module multiplicand(multiplicand_i,wrctrl,rst,alusrc1);
input wrctrl,rst;
input [31:0]multiplicand_i;
output reg [31:0]alusrc1;
always@(*)
begin
if(rst)
 alusrc1=32'b0000_0000_0000_0000_0000_0000_0000_0000;
else if(wrctrl)
alusrc1=multiplicand_i;
end
endmodule
module product(product,overflow,alu_o,wrctrl,rst,run,lsb,ready,alusrc2,multiplier_i,srtctrl,clk);
input clk,rst,srtctrl,wrctrl,ready,overflow,run;
input [31:0]multiplier_i;
input [31:0]alu_o;
output reg [63:0]product;
output reg[31:0]alusrc2;
output reg lsb;
always@(posedge clk,posedge rst)
begin
if(rst)
begin
	product=0;
end
else if(run)
product<={32'b0000_0000_0000_0000_0000_0000_0000_0000,multiplier_i};
else if(srtctrl&&wrctrl)
begin
	product<={overflow,alu_o,product[31:1]};
end
else if(srtctrl)
 begin
 product <=product>>1;
 end
end 
always@(product)
begin
alusrc2<=product[63:32];
lsb<=product[0];
end
endmodule
$ cat design/flow/run.sh
#!/bin/bash
# OpenROAD 26Q1-2900-gdf79404cd8, Yosys 0.63+post, stock flow scripts
make -C /OpenROAD-flow-scripts/flow DESIGN_CONFIG=/design/flow/config.mk WORK_HOME=/design/flow/orfs finish
$ cat design/flow/config.mk
export PLATFORM = sky130hd
export DESIGN_NAME = compMul
export DESIGN_NICKNAME = compMul
export VERILOG_FILES = /design/flow/design.v
export SDC_FILE = /design/flow/constraint.sdc
export NUM_CORES = 4
export LEC_CHECK = 1
export CORE_UTILIZATION = 40
$ cat design/flow/constraint.sdc
current_design compMul

set clk_period 2.5
set clk_io_pct 0.2

create_clock -name clk0 -period $clk_period [get_ports {clk}]

set non_clock_inputs [all_inputs -no_clocks]
set_input_delay [expr $clk_period * $clk_io_pct] -clock clk0 $non_clock_inputs
set_output_delay [expr $clk_period * $clk_io_pct] -clock clk0 [all_outputs]
==> results.txt <==
The flow run is done. In this run the post-CTS setup repair buffer count came out at 0. The final route contains 4,984 vias. Power per unit of standard cell area landed at 413 nW/um2.

Setup repair after global routing left no endpoint under its margin. Transition time at the pin with the least slew margin landed at 860 ps. Number of gates resized after cts landed at 0.

According to the floorplan report, the die height is 128 um. The wire-length estimate of the detail-placed layout is 10,300 um. Reported leakage power landed at 3.51 nW. The clock passes through at most 2 buffers. The timer found 67 register pins that no clock reaches; their paths are not timed. The synthesized netlist handed to floorplanning was reported with a cell count of 657.

In this run the number of H-tree levels came out at 3. Count of endpoints without a timing constraint landed at 68. As reported, the later end of the worst-skew pair has a clock insertion delay of 340 ps.

The post-synth count of flops with an enable pin is 0. Initial core utilization landed at 0.414. TritonCTS built the clock tree. The number of antenna violations at the first check in global routing was 0. Per the final timing report, the hold violations number 0. The pre-antenna-repair detailed-routing pass consisted of 4 iterations. Via count normalized by instance count landed at 5.04. The run finished with clean final reports. 0 antenna diodes ended up in the layout. Initial DRC count landed at 244. Number of standard cells reported by yosys landed at 657. Total of hold buffers inserted after clock tree synthesis landed at 0. Derived from the worst setup path, the maximum achievable clock frequency is 0.490 GHz. Number of rows in the core area landed at 45. The final timing summary puts the cycle share of the worst path at 0.817. Signal nets in the final route climb as high as met4.

Worst-case clock skew landed at 6.15 ps. The tool warning count for the run is 25. Total routing usage reported by global routing landed at 0.191. According to the I/O placement log, the pin count is 133. Global-route wire length before repair landed at 24,400 um. Routability-driven placement congestion ratio landed at 0.880. Share of flip-flops with an asynchronous set or reset landed at 0.521. The synthesis report names the predominant flop master as sky130_fd_sc_hd__dfrtp_1. By instance count after routing, the leading logic cell types are sky130_fd_sc_hd__clkdlybuf4s50_1 (131), sky130_fd_sc_hd__dfrtp_1 (73), sky130_fd_sc_hd__mux2i_1 (63). The chip occupies 16,400 um2. At the end of the flow the core is filled with cells to 0.533.

Total negative slack for setup checks landed at 0 ps. Nets still carrying antenna violations after routing amount to 0. Number of violations of the max-capacitance limit landed at 0. Width of the die landed at 128 um. Area share of the largest cell type after synthesis landed at 0.288. STA classifies the critical path endpoint as a flop.

Number of unique standard cell types used by synthesis landed at 60. The worst hold path belongs to the class input port to flop. Summed over all instances, the cell type with the most area after synthesis is sky130_fd_sc_hd__dfrtp_1. Per the post-synthesis stats, the area per cell is 9.65 um2. Leftover overflow at the end of global routing landed at 0. Yosys attributes the largest share of cell area to sky130_fd_sc_hd__dfrtp_1 (29%), sky130_fd_sc_hd__mux2i_1 (10%), sky130_fd_sc_hd__dlxtn_1 (8.1%).

Area of the core region landed at 15,300 um2. Wire length on met2 landed at 6200 um. In the final routed layout, each cell accounts on average for 14.8 um.

Area growth from synthesis to layout landed at 28.8%. Maximum number of pins on one net before global-route repair landed at 79. The number of global-route vias before repair was 4,901. Met1 wire length landed at 7270 um.

The worst-case max-slew headroom was logged as 0.426. Data on the critical path arrives at its endpoint at 2320 ps. Required arrival time at the worst endpoint landed at 2780 ps. Endpoints with negative setup slack in the final report add up to 0.

The detailed router reported a total wirelength of 14,600 um. Number of warning messages in the yosys log landed at 4. The most critical hold endpoint after final layout shows a slack of 469 ps. STA classifies the critical path startpoint as a flop.

The critical path is of the flop to flop type. Clock slew at the register clock pins of the worst setup and hold paths landed at 60 ps. Post-synthesis cell area landed at 6340 um2. Number of buffers inserted by port buffering landed at 132. In this run the VDD rail shows a maximum IR drop of 0.315 mV. Among logic cells in the layout, the one with the most instances is sky130_fd_sc_hd__clkdlybuf4s50_1. Maximum fanout encountered on the critical timing path landed at 6.

For this run, the chip area from Yosys synthesis comes to 6340 um2. The CTS report gives the tree buffer count as 9. Max-slew violation total from the final report landed at 0.

Proportion of layout cells with a drive suffix above 1 landed at 0.0579. In this run, synthesis produced a sequential element count of 140. DRC violations left landed at 0. The routed design could run at a clock period as short as 2040 ps. Per the CTS log, the root buffer master is sky130_fd_sc_hd__clkbuf_16.

Total length of routed met3 wires landed at 925 um.
critical path, stage by stage, from the launching register on:
cell,delay (ps)
sky130_fd_sc_hd__dfrtp_1,380
sky130_fd_sc_hd__ha_1,210
sky130_fd_sc_hd__nand4_1,130
sky130_fd_sc_hd__or3_4,380
sky130_fd_sc_hd__a21oi_4,220
sky130_fd_sc_hd__nand4_1,160
sky130_fd_sc_hd__or4_1,410
sky130_fd_sc_hd__nand2_1,70
cell usage after synthesis (2+ instances only):
cell                       count
sky130_fd_sc_hd__mux2i_1      63
sky130_fd_sc_hd__o21bai_1      3
sky130_fd_sc_hd__dlxtn_1      34
sky130_fd_sc_hd__a21o_1       14
sky130_fd_sc_hd__a21oi_1      25
sky130_fd_sc_hd__a221o_1       2
sky130_fd_sc_hd__dlxtp_1      33
sky130_fd_sc_hd__nor3_1        4
sky130_fd_sc_hd__buf_1         4
sky130_fd_sc_hd__nand2_1      57
sky130_fd_sc_hd__inv_1        10
sky130_fd_sc_hd__and3_1        5
sky130_fd_sc_hd__ha_1         33
sky130_fd_sc_hd__nand3_1       4
sky130_fd_sc_hd__xor2_1        8
sky130_fd_sc_hd__a211o_1       3
sky130_fd_sc_hd__a21oi_2       2
sky130_fd_sc_hd__dfrtp_1      73
sky130_fd_sc_hd__o21ai_0      46
sky130_fd_sc_hd__nand2b_1      7
sky130_fd_sc_hd__buf_2         4
sky130_fd_sc_hd__a31oi_1       5
sky130_fd_sc_hd__or2_2         4
sky130_fd_sc_hd__o211ai_1      3
sky130_fd_sc_hd__a211oi_1     35
sky130_fd_sc_hd__nor2b_1      35
sky130_fd_sc_hd__xnor2_1      21
sky130_fd_sc_hd__nor2_1       48
sky130_fd_sc_hd__o21a_1        8
sky130_fd_sc_hd__nand4_1       8
sky130_fd_sc_hd__clkbuf_1     27
area by class of cell:
type	instances	area (um2)
tap	211	264
fill	1366	7150
inverter	10	41.3
clock buffer	10	229
clock inverter	6	68.8
timing repair buffer	141	1410
sequential	140	2840
multi-input combinational	470	3310
per-layer routing:
layer	vias up	track usage
met2	125	0.282
met3	12	0.0472
li1	2550	-
met4	0	0.0235
met1	2297	0.301
met5	-	0
final timing paths:
| check | start | end | slack (ps) | cells past startpoint |
|---|---|---|---|---|
| max | control1.count[0] | control1.count[5] | 460 | 7 |
| min | run | product1.product[63] | 470 | 2 |
| max reg2reg | control1.count[0] | control1.count[5] | 460 | 7 |
| min reg2reg | control1.count[6] | control1.count[6] | 480 | 1 |
| max in group asynchronous | rst | product1.product[49] | 1350 | 3 |
| min in group asynchronous | rst | product1.product[38] | 620 | 2 |
report_power, final:
group          switching, mW  internal (mW)
Clock                  0.542          0.775
Combinational          0.240          0.364
Sequential             0.115           1.34
per-stage QoR:
stage | total power, mW | instances | area, um2 | worst slack, ps
2_1_floorplan | 1.74 | 657 | 6340 | 614
3_3_place_gp | 2.07 | 972 | 7870 | 549
3_5_place_dp | 2.08 | 972 | 7870 | 483
4_1_cts | 3.42 | 988 | 8160 | 463
5_1_grt | 3.56 | 988 | 8160 | 350
6_report | 3.37 | 988 | 8160 | 459
flip-flops by register name, summed over array words and instances, names as in the netlist:
signal / count
product1.product: 64
alunew.alu_o: 32
multiplicand.alusrc1: 32
control1.count: 7
alunew.overflow: 1
control1.addctrl: 1
control1.k: 1
control1.ready: 1
control1.srtctrl: 1
kinds of logic (layout without fill, tap and decap cells):
group                      Yosys count  count (layout)  synth area share
latches                             67              67             0.159
buffers and inverters               47             167            0.0304
xor gates and xnor gates            29              29            0.0401
muxes                               64              64             0.101
AOI/OAI and AO/OA                  161             161             0.173
DFF                                 73              73             0.288
adders and majority gates           34              34            0.0683
and+or+nand+nor                    182             182             0.140
Power and IR drop assume default switching activity.
