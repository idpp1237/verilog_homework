==> ./design.v <==
module LED_Matrix_Driver(clk,reset,datain,dataout);
input clk,reset;
input [63:0] datain;
output reg [15:0]dataout;
reg [2:0] state;
always@(posedge clk )
begin
if(reset) begin
			state = 3'd0;
			dataout = 16'b00000000_00000000;   
		   end
else begin
     case(state)
	  3'b000:begin		
				dataout[0] = 1'b1; dataout[7] = 1'b0;
				dataout[8]=(datain[0]==1'b1)? 1'b1:1'b0;
				dataout[9]=(datain[1]==1'b1)? 1'b1:1'b0;
				dataout[10]=(datain[2]==1'b1)? 1'b1:1'b0;
				dataout[11]=(datain[3]==1'b1)? 1'b1:1'b0;
				dataout[12]=(datain[4]==1'b1)? 1'b1:1'b0;
				dataout[13]=(datain[5]==1'b1)? 1'b1:1'b0;
				dataout[14]=(datain[6]==1'b1)? 1'b1:1'b0;
				dataout[15]=(datain[7]==1'b1)? 1'b1:1'b0;
				state = state + 3'd1;
	         end
		3'b001:begin
	            dataout[1] = 1'b1; dataout[0] = 1'b0;
				dataout[8]=(datain[8]==1'b1)? 1'b1:1'b0;
				dataout[9]=(datain[9]==1'b1)? 1'b1:1'b0;
				dataout[10]=(datain[10]==1'b1)? 1'b1:1'b0;
				dataout[11]=(datain[11]==1'b1)? 1'b1:1'b0;
				dataout[12]=(datain[12]==1'b1)? 1'b1:1'b0;
				dataout[13]=(datain[13]==1'b1)? 1'b1:1'b0;
				dataout[14]=(datain[14]==1'b1)? 1'b1:1'b0;
				dataout[15]=(datain[15]==1'b1)? 1'b1:1'b0;
				state = state + 3'd1;
	         end
		3'b010:begin
	            dataout[2] = 1'b1; dataout[1] = 1'b0;
				dataout[8]=(datain[16]==1'b1)? 1'b1:1'b0;
				dataout[9]=(datain[17]==1'b1)? 1'b1:1'b0;
				dataout[10]=(datain[18]==1'b1)? 1'b1:1'b0;
				dataout[11]=(datain[19]==1'b1)? 1'b1:1'b0;
				dataout[12]=(datain[20]==1'b1)? 1'b1:1'b0;
				dataout[13]=(datain[21]==1'b1)? 1'b1:1'b0;
				dataout[14]=(datain[22]==1'b1)? 1'b1:1'b0;
				dataout[15]=(datain[23]==1'b1)? 1'b1:1'b0;
				state = state + 3'd1;
	         end
		3'b011:begin
	            dataout[3] = 1'b1; dataout[2] = 1'b0;
				dataout[8]=(datain[24]==1'b1)? 1'b1:1'b0;
				dataout[9]=(datain[25]==1'b1)? 1'b1:1'b0;
				dataout[10]=(datain[26]==1'b1)? 1'b1:1'b0;
				dataout[11]=(datain[27]==1'b1)? 1'b1:1'b0;
				dataout[12]=(datain[28]==1'b1)? 1'b1:1'b0;
				dataout[13]=(datain[29]==1'b1)? 1'b1:1'b0;
				dataout[14]=(datain[30]==1'b1)? 1'b1:1'b0;
				dataout[15]=(datain[31]==1'b1)? 1'b1:1'b0;
				state = state + 3'd1;
	         end	
		3'b100:begin
	            dataout[4] = 1'b1; dataout[3] = 1'b0;
				dataout[8]=(datain[32]==1'b1)? 1'b1:1'b0;
				dataout[9]=(datain[33]==1'b1)? 1'b1:1'b0;
				dataout[10]=(datain[34]==1'b1)? 1'b1:1'b0;
				dataout[11]=(datain[35]==1'b1)? 1'b1:1'b0;
				dataout[12]=(datain[36]==1'b1)? 1'b1:1'b0;
				dataout[13]=(datain[37]==1'b1)? 1'b1:1'b0;
				dataout[14]=(datain[38]==1'b1)? 1'b1:1'b0;
				dataout[15]=(datain[39]==1'b1)? 1'b1:1'b0;
				state = state + 3'd1;
	         end	
		3'b101:begin
	            dataout[5] = 1'b1; dataout[4] = 1'b0;
				dataout[8]=(datain[40]==1'b1)? 1'b1:1'b0;
				dataout[9]=(datain[41]==1'b1)? 1'b1:1'b0;
				dataout[10]=(datain[42]==1'b1)? 1'b1:1'b0;
				dataout[11]=(datain[43]==1'b1)? 1'b1:1'b0;
				dataout[12]=(datain[44]==1'b1)? 1'b1:1'b0;
				dataout[13]=(datain[45]==1'b1)? 1'b1:1'b0;
				dataout[14]=(datain[46]==1'b1)? 1'b1:1'b0;
				dataout[15]=(datain[47]==1'b1)? 1'b1:1'b0;
				state = state + 3'd1;
	         end
		3'b110:begin
	            dataout[6] = 1'b1; dataout[5] = 1'b0;
				dataout[8]=(datain[48]==1'b1)? 1'b1:1'b0;
				dataout[9]=(datain[49]==1'b1)? 1'b1:1'b0;
				dataout[10]=(datain[50]==1'b1)? 1'b1:1'b0;
				dataout[11]=(datain[51]==1'b1)? 1'b1:1'b0;
				dataout[12]=(datain[52]==1'b1)? 1'b1:1'b0;
				dataout[13]=(datain[53]==1'b1)? 1'b1:1'b0;
				dataout[14]=(datain[54]==1'b1)? 1'b1:1'b0;
				dataout[15]=(datain[55]==1'b1)? 1'b1:1'b0;
				state = state + 3'd1;
	         end
	    3'b111:begin
	            dataout[7] = 1'b1; dataout[6] = 1'b0;
				dataout[8]=(datain[56]==1'b1)? 1'b1:1'b0;
				dataout[9]=(datain[57]==1'b1)? 1'b1:1'b0;
				dataout[10]=(datain[58]==1'b1)? 1'b1:1'b0;
				dataout[11]=(datain[59]==1'b1)? 1'b1:1'b0;
				dataout[12]=(datain[60]==1'b1)? 1'b1:1'b0;
				dataout[13]=(datain[61]==1'b1)? 1'b1:1'b0;
				dataout[14]=(datain[62]==1'b1)? 1'b1:1'b0;
				dataout[15]=(datain[63]==1'b1)? 1'b1:1'b0;
				state = state + 3'd1;
	         end				
	  endcase		
     end
end
endmodule
==> ./run.sh <==
#!/bin/bash
# OpenROAD 26Q1-2900-gdf79404cd8, Yosys 0.63+post, stock flow scripts
make -C /OpenROAD-flow-scripts/flow DESIGN_CONFIG=/design/flow/config.mk WORK_HOME=/design/flow/orfs finish
==> ./config.mk <==
export PLATFORM = sky130hd
export DESIGN_NAME = LED_Matrix_Driver
export DESIGN_NICKNAME = LED_Matrix_Driver
export VERILOG_FILES = /design/flow/design.v
export SDC_FILE = /design/flow/constraint.sdc
export NUM_CORES = 4
export LEC_CHECK = 1
export CORE_AREA = 10 10 82 82
export DIE_AREA = 0 0 92 92
==> ./constraint.sdc <==
current_design LED_Matrix_Driver

set clk_period 2.5
set clk_io_pct 0.2

create_clock -name clk0 -period $clk_period [get_ports {clk}]

set non_clock_inputs [all_inputs -no_clocks]
set_input_delay [expr $clk_period * $clk_io_pct] -clock clk0 $non_clock_inputs
set_output_delay [expr $clk_period * $clk_io_pct] -clock clk0 [all_outputs]
==> flow.log <==
[flow] final metrics
[metrics] Final Total Pwr: 922.8 µW
[metrics] core area: 5075 µm²
[metrics] WL final: 4754 µm
[metrics] IR Drop Worst-Case VDD: 226.3 µV
[metrics] total negative slack for setup checks: 0 ns
[metrics] number of top-level pins: 82
[metrics] Resized cells post-CTS: 0
[metrics] Hold Crit Start: dataout[1]$_SDFFE_PP0N_
[metrics] Min Clock Period, post-route: 2.105 ns
[metrics] net switching power figure: 244.9 µW
[metrics] number of placed instances, taps included: 279
[metrics] iteration-0 DRC count of the detailed router: 56
[metrics] most used logic cell in the final layout: sky130_fd_sc_hd__clkdlybuf4s50_1
[metrics] Max clock buf depth: 2
[metrics] number of antenna violations at the first check in global routing: 0
[metrics] number of failing setup endpoints in the final timing report: 0
[metrics] worst clock skew on the final layout: 0.002170 ns
[metrics] sort of element at the start of the critical path: flop
[metrics] initial standard-cell utilization of the core: 23.94%
[metrics] Relative slew margins: 50.51%
[metrics] Crit path largest cell delay: 0.44 ns
[metrics] drt via density: 4.767
[metrics] critical path data required time: 2.67 ns
[metrics] number of levels the H-tree was split into: 1
[metrics] most instantiated logic cells after routing: sky130_fd_sc_hd__clkdlybuf4s50_1, sky130_fd_sc_hd__dfxtp_1, sky130_fd_sc_hd__mux2_2, sky130_fd_sc_hd__nand2_1
[metrics] total of buffers placed on input and output ports: 81
[metrics] Pleak: 0.7787 nW
[metrics] R2R depth: 5
[metrics] Critical Path Start: state[0]$_SDFF_PP0_
[metrics] combinational fraction of design power: 37.8%
[metrics] Final Hold Viols: 0
[metrics] pin count of the biggest net entering global routing: 20
[metrics] RePlAce Congestion: 0.8292
[metrics] overall via count from detail_route: 1349
[metrics] number of unique standard cell types used by synthesis: 36
[metrics] arrival time of data at the critical path endpoint: 2.27 ns
[metrics] cell area power density: 430.8 nW/µm²
[metrics] chip area from the yosys synthesis statistics: 1215 µm²
[metrics] achievable clock frequency: 475.1 MHz
[metrics] layout cell share with drive strength beyond 1: 11.74%
[metrics] R2R setup slack: 0.40 ns
[metrics] endpoint of the worst register-to-register path: dataout[14]$_SDFF_PP0_
[metrics] Critical Path Fanout Max: 9
[metrics] Post-synth ARST share: 0%
[metrics] Non-Filler Instances: 283
[metrics] number of max-slew violations in the final report: 0
[metrics] total die area: 8464 µm²
[metrics] net switching share of the total power: 26.54%
[metrics] All-Layer GR Usage: 11.00%
[metrics] vias in the first global route: 1415
[metrics] final worst path period share: 84.19%
[metrics] YS warnings: 1
[metrics] number of enable flip-flop cells: 0
[metrics] run status: complete, no violations
[metrics] total CTS buffers: 3
[metrics] die span in y: 92 µm
[metrics] count of instantiated cells in the yosys netlist: 135
[metrics] CTS clk-pin slew, worst paths: 0.07 ns
[metrics] total clock sinks: 19
[metrics] measured slew at the worst slew-check pin: 0.7237 ns
[metrics] clock root cell: sky130_fd_sc_hd__clkbuf_8
[metrics] DRT Pass-1 Iters: 4
[metrics] RSZ-0062 raised after global routing: false
[metrics] total overflow reported by the global router: 0
[metrics] slowest cell on the critical path: sky130_fd_sc_hd__dfxtp_1
[metrics] prevailing post-synth register cell: sky130_fd_sc_hd__dfxtp_1
[metrics] sequential cell fraction of total power: 38.8%
[metrics] instance count of the mapped netlist: 135
[metrics] die x size: 92 µm
[metrics] synthesis-stage register bit count: 19
[metrics] number of max-cap violations: 0
[metrics] path type of the worst min-delay path: flop to flop
[metrics] antenna-violating nets left: 0
[metrics] cell area after technology mapping: 1215 µm²
[metrics] first-pass GRT wire length: 7576 µm
[metrics] Area growth, synth to finish: 76.31%
[metrics] number of cells on the worst hold path: 2
[metrics] post-cts hold buffer count: 0
[metrics] synthesized area divided by synthesized cell count: 8.999 µm²
[metrics] class of the most critical setup path: flop to flop
[metrics] Ant. Diodes: 0
[metrics] wire per inst: 16.80 µm
[metrics] clock power share: 23.4%
[metrics] Post-CTS Setup Inserts: 0
[metrics] Detail Placement HPWL: 3924 µm
[metrics] number of rows created at floorplan: 26
[metrics] worst-path cell chain: inv_1, ha_1, a2111o_1, or2_0, a311oi_2
[metrics] TritonCTS clock tree: done
[metrics] warning total across the stage logs: 29
[metrics] hold worst-path end: dataout[1]$_SDFFE_PP0N_
[metrics] internal power summed over all cells: 677.8 µW
[metrics] number of design rule violations left after detail routing: 0
[metrics] worst reg2reg startpoint: state[0]$_SDFF_PP0_
[metrics] clk latency late pin: 0.25 ns
[metrics] endpoint kind of the worst setup timing path: flop
[metrics] Post-synth seq share: 31.31%
[logic make-up after synthesis]
family | Yosys count | synth area share [%]
adders and majority gates | 6 | 6.179
buffers and inverters | 17 | 6.694
and+or+nand+nor | 36 | 14.93
muxes | 15 | 13.70
AOI/OAI and AO/OA | 42 | 27.19
DFF | 19 | 31.31
[state kept, by name (all words and copies together) (netlist names)]
register and flops:
state 3, dataout 16
[worst max-delay path by stage]
| stage | slack (ns) | to | cells after the start |
|---|---|---|---|
| 6_report | 0.40 | dataout[14]$_SDFF_PP0_ | 5 |
| 5_1_grt | 0.27 | dataout[14]$_SDFF_PP0_ | 5 |
| 4_1_cts | 0.42 | dataout[14]$_SDFF_PP0_ | 5 |
[cells in the mapped netlist, types with 2 or more instances]
library cell	number	area (µm²)
sky130_fd_sc_hd__dfxtp_1	19	380.4
sky130_fd_sc_hd__a311oi_1	7	61.31
sky130_fd_sc_hd__mux2_2	12	135.1
sky130_fd_sc_hd__or3_1	4	25.02
sky130_fd_sc_hd__nand3_1	2	10.01
sky130_fd_sc_hd__a21oi_1	6	30.03
sky130_fd_sc_hd__nor3_1	8	40.04
sky130_fd_sc_hd__buf_2	2	10.01
sky130_fd_sc_hd__a221oi_1	7	61.31
sky130_fd_sc_hd__ha_1	6	75.07
sky130_fd_sc_hd__nor2b_1	2	12.51
sky130_fd_sc_hd__inv_1	2	7.510
sky130_fd_sc_hd__nand2_1	10	37.54
sky130_fd_sc_hd__buf_1	2	7.510
sky130_fd_sc_hd__o21ai_0	5	25.02
sky130_fd_sc_hd__nor2_1	4	15.01
sky130_fd_sc_hd__mux2i_1	2	20.02
sky130_fd_sc_hd__a22o_1	8	70.07
sky130_fd_sc_hd__clkbuf_1	8	30.03
sky130_fd_sc_hd__a211oi_1	2	15.01
sky130_fd_sc_hd__buf_6	2	22.52
[stage by stage]
stage	worst slack (ns)	hold WS (ns)	util [%]	cell area [µm²]
floorplan	0.3011	0.4386	-	1215
global placement	0.4873	0.4692	41.30	2096
detailed placement	0.4584	0.4753	41.30	2096
CTS	0.4203	0.4856	42.21	2142
global route	0.2721	0.5134	42.21	2142
finish	0.3953	0.4806	42.21	2142
[per-layer routing]
metal  share of wire (%)  GRT usage, %  vias up  wire length (µm)
li1                    -             -      675                 -
met2                  48         18.59       46              2272
met5                   0             0        -                 0
met1                  45         14.39      626              2137
met3                 6.6         2.883        2               314
met4                0.61        0.7712        0                29
[critical path: cells and delay by family (launching register included)]
kind	cells	cell delay, ns
buffers and inverters	1	0.10
adder cells (fa/ha/maj)	1	0.31
flip-flops	1	0.44
AND/OR/NAND/NOR	1	0.40
AND-OR/OR-AND	2	0.75
[area by class of cell]
cell class	count	area, µm²
fill	532	2933
timing repair buffer	88	863.3
multi-input combinational	99	753.2
sequential	19	380.4
tap	70	87.58
clock buffer	3	41.29
inverter	3	11.26
clock inverter	1	5.005
[power by group through the flow]
stage | sequential, mW | combinational, mW | clock, mW
finish | 0.358 | 0.349 | 0.216
CTS | 0.359 | 0.352 | 0.222
global route | 0.363 | 0.385 | 0.238
Power figures rest on the tool's default switching activity, not on a simulated workload.
