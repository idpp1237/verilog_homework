==> /design/flow/design.v <==
module ALU_Control(
funct,
ALUOp,
operation);
input[5:0]funct;
input [2:0]ALUOp;
output reg [5:0]operation;
always@(*)
begin
case(ALUOp)
2:begin
	case(funct)
	9:operation<=7;
	18:operation<=14;
	27:operation<=21;
	36:operation<=28;
	default:;
	endcase
	end
0:operation<=7;
1:operation<=14;
default:;
endcase
end
endmodule
module ALUpro(
src1,
src2,
operation,
result,
zero);
input [31:0]src1,src2;
input [5:0]operation;
output reg [31:0]result;
output reg zero;
always@(*)
begin
case(operation)
7:
begin
result<=src1+src2;
if(result==0)
zero<=0;
end
14:begin
result<=src1-src2;
if(result==0)
zero<=0;
end
21:
begin
result<=src1&src2;
if(result==0)
zero<=0;
end
28:
begin
result<=src1|src2;
if(result==0)
zero<=0;
end
default:;
endcase
end 
endmodule
`timescale 1ns/1ns
module Adder(data1, data2, data_o);
input [31:0]data1,data2;
output [31:0]data_o;
assign data_o = data1 + data2;
endmodule
`timescale 1ns/1ns
module Data_Memory(clk, addr, data, MemRead, MemWrite, DM_data);
input MemRead,MemWrite,clk;
input [31:0]addr,data;
output [31:0]DM_data;
reg [7:0] Mem [127:0];
reg semW;
reg [31:0]savedata,saveaddr;
assign DM_data = (MemRead==1'b1)?{Mem[addr[6:0]], Mem[addr+1], Mem[addr+2], Mem[addr+3]}:32'b0;
integer i;
initial begin
  for (i=0;i<128;i=i+1) begin
    Mem[i] = 8'b0;
  end
  semW = 1'b0;
  savedata = 32'b0;
  saveaddr = 32'b0;
end
always@(negedge clk)begin
		if(MemWrite==1'b1) begin
			Mem[addr] <= data[31:24];
			Mem[addr+1] <= data[23:16];
			Mem[addr+2] <= data[15:8];
			Mem[addr+3] <= data[7:0];
    		end
			end  
endmodule
module EXMEM(RegWrite,MemToReg,MemRead,MemWrite,clk,RegWriteREG,MemToRegREG,MemReadREG,MemWriteREG
		,ALUresult,ReadData2,intr2011,ALUresultREG,ReadData2REG,intr2011REG);
input clk;
input RegWrite,MemToReg,	MemRead,MemWrite;
input [31:0]ALUresult,ReadData2;
input [4:0]intr2011;
output reg RegWriteREG,MemToRegREG,	MemReadREG,MemWriteREG;
output reg[31:0]ALUresultREG,ReadData2REG;
output reg[4:0]intr2011REG;
always@(posedge clk)
begin
RegWriteREG=RegWrite;
MemToRegREG=MemToReg;
MemReadREG=MemRead;
MemWriteREG=MemWrite;
ALUresultREG=ALUresult;
ReadData2REG=ReadData2;
intr2011REG=intr2011;
end
endmodule
module IDEX(RegWrite,MemToReg,MemRead,MemWrite,RegDst,ALUOp,ALUSrc,
	clk,RegWriteREG,MemToRegREG,MemReadREG,MemWriteREG,RegDstREG,ALUOpREG,ALUSrcREG,
	ReadData1,ReadData2,SignEx,In2016,IN1511,
	ReadData1REG,ReadData2REG,SignExREG,In2016REG,IN1511REG);
input clk;
input [31:0]ReadData1,ReadData2,SignEx;
input	[4:0] In2016,IN1511;
input RegWrite,MemToReg,	MemRead,MemWrite,	RegDst,ALUSrc;
input [2:0]ALUOp;
output reg RegWriteREG,MemToRegREG,	MemReadREG,MemWriteREG,	RegDstREG,ALUSrcREG;
output reg[2:0]ALUOpREG;
output reg[31:0]ReadData1REG,ReadData2REG,SignExREG;
output	reg[4:0] In2016REG,IN1511REG;
always@(posedge clk)
begin
RegWriteREG=RegWrite;
MemToRegREG=MemToReg;
MemReadREG=MemRead;
MemWriteREG=MemWrite;
RegDstREG=RegDst;
ALUOpREG=ALUOp;
ALUSrcREG=ALUSrc;
ReadData1REG=ReadData1;
ReadData2REG=ReadData2;
SignExREG=SignEx;
In2016REG=In2016;
IN1511REG=IN1511;
end
endmodule
module IFID(intr,clk,intrReg);
input clk;
input [31:0]intr;
output reg [31:0]intrReg;
always@(posedge clk)
begin
intrReg=intr;
end
endmodule
module InstructionMemory(
Addr_in,
instr);
input [31:0]Addr_in;
output reg[31:0]instr; 
always@(*)
begin
case(Addr_in)
0:instr=32'b010100_01100_01101_01011_00000_011011; 
4:instr=32'b010100_01001_01010_01000_00000_001001; 
8:instr=32'b010100_01001_01010_01001_00000_010010; 
12:instr=32'b000000_00000_00000_00000_00000_000000;	 
16:instr=32'b010100_01011_01111_01101_00000_100100; 
20:instr=32'b101001_01011_01000_00000_00000_000010;
24:instr=32'b101010_01011_10011_00000_00000_000010;
28:instr=32'b101001_01010_10100_00000_00000_000100;
32:instr=32'b101001_01010_01000_00000_00000_000010;
36:instr=32'b101010_01011_10100_00000_00000_000011;
40:instr=32'b101000_10000_10111_00000_00000_000010;
44:instr=32'b000000_00000_00000_00000_00000_000000;	 
48:instr=32'b000000_00000_00000_00000_00000_000000;	 
52:instr=32'b100111_10100_10101_00000_00000_101000;
56:instr=32'b000000_00000_00000_00000_00000_000000;	 
60:instr=32'b000000_00000_00000_00000_00000_000000;	 
64:instr=32'b000000_00000_00000_00000_00000_000000;	 
68:instr=32'b100111_10101_10110_00000_00000_010110; 
72:instr=32'b000000_00000_00000_00000_00000_000000;	 
76:instr=32'b000000_00000_00000_00000_00000_000000;	 
80:instr=32'b000000_00000_00000_00000_00000_000000;	 
84:instr=32'b101000_10110_10011_00000_00000_001000; 
default :instr=32'b0;
endcase
end
endmodule
module MEMWB(RegWrite,MemToReg,clk,RegWriteREG,MemToRegREG,
		ReadData,ALUresult,intr2011,ReadDataREG,ALUresultREG,intr2011REG);
input clk;
input RegWrite,MemToReg;
input [31:0]ReadData,ALUresult;
input [4:0]intr2011;
output reg RegWriteREG,MemToRegREG;
output reg[31:0]ReadDataREG,ALUresultREG;
output reg[4:0]intr2011REG;
always@(posedge clk)
begin
RegWriteREG=RegWrite;
MemToRegREG=MemToReg;
ReadDataREG=ReadData;
ALUresultREG=ALUresult;
intr2011REG=intr2011;
end
endmodule
`timescale 1ns/1ns
module MUX32_2to1(data1, data2, select, data_o);
input  [31:0] data1;
input  [31:0] data2;
input         select;
output [31:0] data_o;
assign data_o = (select == 0)?data1:data2;
endmodule
`timescale 1ns/1ns
module MUX5(data1, data2, select, data_o);
input  [4:0] data1;
input  [4:0] data2;
input        select;
output [4:0] data_o;
assign data_o = (select == 0)?data1:data2;
endmodule
module Register(
clk,
RSaddr,  
RTaddr,  
RDaddr,  
RDdata,  
RTdata,  
RegWrite,  
src1);  
input clk,RegWrite;
input [4:0]RTaddr,RSaddr,RDaddr;
output reg [31:0]RDdata,RTdata;
input [31:0]src1;
reg [31:0]Register[31:0];
initial 
begin
Register[0]=0;
Register[1]=75;
Register[2]=543;
Register[3]=74;
Register[4]=57;
Register[5]=29;
Register[6]=77;
Register[7]=83;
Register[8]=117;
Register[9]=82;
Register[10]=37;
Register[11]=53;
Register[12]=43;
Register[13]=107;
Register[14]=122;
Register[15]=305;
Register[16]=123;
Register[17]=171;
Register[18]=307;
Register[19]=24;
Register[20]=32;
Register[21]=75;
Register[22]=369;
Register[23]=374;
Register[24]=75;
Register[25]=75;
Register[26]=74;
Register[27]=369;
Register[28]=22;
Register[29]=500;
Register[30]=1000;
Register[31]=21;
end
always@(negedge clk) 
begin
if(RegWrite)
	begin
	Register[RDaddr]=src1;
	end
end
always@(RTaddr,RSaddr,RDaddr)
begin
RDdata=Register[RSaddr];
RTdata=Register[RTaddr];
end
endmodule
`timescale 1ns/1ns
module Sign_Extend(data_i, data_o);
input  [15:0] data_i;
output [31:0] data_o;
assign data_o = (data_i[15] == 0)?{16'd0, data_i}:{16'd65535, data_i};
endmodule
module SingleCPU(
Addr_in,
clk,
Addr_o);
input [31:0]Addr_in;
input clk;
output  [31:0]Addr_o;
wire [31:0]intrO;
wire [31:0]intrA;
wire [31:0]SignexA;
wire RegWriteA,MemToRegA,	MemReadA,MemWriteA,RegDstA,ALUSrcA;
wire [31:0]ReadData1A,ReadData2A;
wire [2:0]ALUOpA;
wire RegWriteB,MemToRegB,	MemReadB,MemWriteB,RegDstB,ALUSrcB;
wire [2:0]ALUOpB;
wire [31:0]ReadData1B,ReadData2B;
wire [20:0]instrB;
wire [31:0]SignexB;
wire [31:0]mux321B;
wire [5:0]ALUopB;
wire [4:0]mux5B;
wire [31:0]ALUresultB;
wire MemReadC,MemWriteC,RegWriteC,MemToRegC;
wire [31:0]ALUresultC;
wire [31:0]ReadData2C;
wire [31:0]ReaddataC;
wire [4:0]mux5C;
wire RegWriteD,MemToRegD;
wire [31:0]ReaddataD;
wire [31:0]ALUresultD;
wire [31:0]mux322D;
wire [4:0]mux5D;
Adder Adder1(.data1(Addr_in),
 .data2(32'b100),
 .data_o(Addr_o));
InstructionMemory InstructionMemory1(.Addr_in(Addr_in),
.instr(intrO)); 
IFID IFID1(.intr(intrO),.intrReg(intrA),.clk(clk));
Register Register1 ( 
 .clk(clk), 
 .RSaddr(intrA[25:21]),   
 .RTaddr(intrA[20:16]),   
 .RDaddr(mux5D),    
 .RDdata(ReadData1A),   
 .RTdata(ReadData2A),   
 .RegWrite(RegWriteD),    
 .src1(mux322D));   
Sign_Extend Sign_Extend1(.data_i(intrA[15:0]),
.data_o(SignexA)); 
Control Control1(
.Op(intrA[31:26]),
.RegDst(RegDstA),
.MemRead(MemReadA),
.MemtoReg(MemToRegA),
.ALUOp(ALUOpA), 			
.MemWrite(MemWriteA),
.ALUSrc(ALUSrcA),
.RegWrite(RegWriteA));
IDEX IDEX1(.RegWrite(RegWriteA),.MemToReg(MemToRegA),.MemRead(MemReadA),.MemWrite(MemWriteA),.RegDst(RegDstA),.ALUOp(ALUOpA),.ALUSrc(ALUSrcA),
	.clk(clk),.RegWriteREG(RegWriteB),.MemToRegREG(MemToRegB),.MemReadREG(MemReadB),.MemWriteREG(MemWriteB),.RegDstREG(RegDstB),.ALUOpREG(ALUOpB),.ALUSrcREG(ALUSrcB),
	.ReadData1(ReadData1A),.ReadData2(ReadData2A),.SignEx(SignexA),.In2016(intrA[20:16]),.IN1511(intrA[15:11]),
	.ReadData1REG(ReadData1B),.ReadData2REG(ReadData2B),.SignExREG(SignexB),.In2016REG(instrB[20:16]),.IN1511REG(instrB[15:11]));
MUX32_2to1 MUX32_2to11(.data1(ReadData2B),
.data2(SignexB),
.select(ALUSrcB),
.data_o(mux321B)); 
MUX5 MUX51(.data1(instrB[20:16]),
.data2(instrB[15:11]),
.select(RegDstB), 
.data_o(mux5B));
ALU_Control ALU_Control(
.funct(SignexB[5:0]),
.ALUOp(ALUOpB),
.operation(ALUopB));
ALUpro ALU_pro1(
.src1(ReadData1B),
.src2(mux321B),
.operation(ALUopB),
.result(ALUresultB),
.zero(a));
EXMEM EXMEM1(.RegWrite(RegWriteB),.MemToReg(MemToRegB),.MemRead(MemReadB),.MemWrite(MemWriteB),.clk(clk),.RegWriteREG(RegWriteC),.MemToRegREG(MemToRegC),.MemReadREG(MemReadC),.MemWriteREG(MemWriteC)
,.ALUresult(ALUresultB),.ReadData2(ReadData2B),.intr2011(mux5B),.ALUresultREG(ALUresultC),.ReadData2REG(ReadData2C),.intr2011REG(mux5C));
Data_Memory Data_Memory1(.clk(clk), 
.addr(ALUresultC),
.data(ReadData2C),
.MemRead(MemReadC),
.MemWrite(MemWriteC),
.DM_data(ReaddataC));
MEMWB MEMWB1(.RegWrite(RegWriteC),.MemToReg(MemToRegC),.clk(clk),.RegWriteREG(RegWriteD),.MemToRegREG(MemToRegD),.ReadData(ReaddataC),.ALUresult(ALUresultC),.intr2011(mux5C),.ReadDataREG(ReaddataD),.ALUresultREG(ALUresultD),.intr2011REG(mux5D));
MUX32_2to1 MUX32_2to12(.data1(ReaddataD),
.data2(ALUresultD),
.select(MemToRegD),
.data_o(mux322D));
endmodule
module Control(
Op,
RegDst,
MemRead,
MemtoReg,
ALUOp,  
MemWrite,
ALUSrc,
RegWrite);
input [5:0]Op;
output reg RegDst,MemRead,MemtoReg,MemWrite,ALUSrc,RegWrite;
output reg [2:0]ALUOp;
always@(*)
begin
case(Op)
6'd0:	
begin
RegDst=0;
MemRead=0;
MemtoReg=0; 
ALUOp=0;
MemWrite=0;
ALUSrc=0;
RegWrite=0;
end
6'd20:		 
begin
RegDst=1;
MemRead=0;
MemtoReg=1; 
ALUOp=2;
MemWrite=0;
ALUSrc=0;
RegWrite=1;
end
6'd41:
begin		 
RegDst=0;
MemRead=0;
MemtoReg=0; 
ALUOp=0;
MemWrite=1;
ALUSrc=1;
RegWrite=0;
end
6'd42:		 
begin
RegDst=0;
MemRead=1;
MemtoReg=0; 
ALUOp=0;
MemWrite=0;
ALUSrc=1;
RegWrite=1;
end
6'd39:		 
begin
RegDst=0;
MemRead=0;
MemtoReg=1; 
ALUOp=0;
MemWrite=0;
ALUSrc=1;
RegWrite=1;
end
6'd40:		 
begin
RegDst=0;
MemRead=0;
MemtoReg=1; 
ALUOp=1;
MemWrite=0;
ALUSrc=1;
RegWrite=1;
end
6'd25:		 
begin
RegDst=1;
MemRead=0;
MemtoReg=1; 
ALUOp=0;
MemWrite=0;
ALUSrc=1;
RegWrite=1;
end
6'd26:		 
begin
RegDst=1;
MemRead=0;
MemtoReg=1; 
ALUOp=0;
MemWrite=0;
ALUSrc=1;
RegWrite=1;
end
6'd0:	
begin
RegDst=0;
MemRead=0;
MemtoReg=0; 
ALUOp=0;
MemWrite=0;
ALUSrc=0;
RegWrite=0;
end
default:;
endcase
end
endmodule
==> /design/flow/run.sh <==
#!/bin/bash
# OpenROAD 26Q1-2900-gdf79404cd8, Yosys 0.63+post, stock flow scripts
make -C /OpenROAD-flow-scripts/flow DESIGN_CONFIG=/design/flow/config.mk WORK_HOME=/design/flow/orfs finish
==> /design/flow/config.mk <==
export PLATFORM = sky130hd
export DESIGN_NAME = SingleCPU
export DESIGN_NICKNAME = SingleCPU
export VERILOG_FILES = /design/flow/design.v
export SDC_FILE = /design/flow/constraint.sdc
export NUM_CORES = 4
export LEC_CHECK = 1
export CORE_AREA = 10 10 75 75
export DIE_AREA = 0 0 85 85
==> /design/flow/constraint.sdc <==
current_design SingleCPU

set clk_period 9.6
set clk_io_pct 0.2

create_clock -name clk0 -period $clk_period

set non_clock_inputs [all_inputs -no_clocks]
set_input_delay [expr $clk_period * $clk_io_pct] -clock clk0 $non_clock_inputs
set_output_delay [expr $clk_period * $clk_io_pct] -clock clk0 [all_outputs]
==> impl_metrics.env <==
# yosys + openroad results
export IMPL_status="completed"
export IMPL_final_area_sq_um=1244
export IMPL_cp_max_fo=7
export IMPL_grt_overflow=0
export IMPL_die_w_um=85
export IMPL_critical_path_class="input pin to output port"
export IMPL_setup_viol=0
export IMPL_drive_above_1_share_pct=3.571
export IMPL_power_w=0.00004019
export IMPL_period_needed_ns=6.049
export IMPL_critPathMaxStageDelay_ns=0.55
export IMPL_synth_cell_types=19
export IMPL_synthTopCellsByCount="xnor2_1, nand3_1, nand2_1, nand4_1"
export IMPL_flop_count=0
export IMPL_met1_usage_pct=7.295
export IMPL_max_freq_mhz=165.3
export IMPL_cap_violations=0
export IMPL_vias_per_cell=4.105
export IMPL_syn_to_final_growth_pct=107.1
export IMPL_drtIter0Drc=41
export IMPL_initCoreUtil_pct=14.80
export IMPL_powerDensity_nw_per_um2=32.31
export IMPL_drc=0
export IMPL_grt_setup_unrepaired="no"
export IMPL_drv_slew=0
export IMPL_die_y_um=85
export IMPL_vias=780
export IMPL_vdd_drop_max_v=0.00001151
export IMPL_antenna_found_initial=0
export IMPL_synth_warnings=11
export IMPL_min_delay_path_class="input pin to output port"
export IMPL_synth_area_per_cell_sq_um=7.236
export IMPL_finalCritPeriodShare_pct=63.01
export IMPL_wl_per_cell_um=12.83
export IMPL_top_area_share_pct=32.08
export IMPL_path_cells="clkdlybuf4s50_1, ha_1, nand3_1, nor4_4, nand4_1, xnor2_1, clkdlybuf4s50_1"
export IMPL_place_area_sq_um=1244
export IMPL_topCombFamilyByArea="simple AND/OR/NAND/NOR gates"
export IMPL_cts_resized=0
export IMPL_use_met3_pct=2.697
export IMPL_ys_sh_adder_pct=2.083
export IMPL_combGateArea_sq_um=569.3
export IMPL_gp_congestion=0.7577
export IMPL_nClkBuffers=0
export IMPL_seq_area_sq_um=0
export IMPL_finalWirelength_um=2437
export IMPL_grt_usage_pct=6.237
export IMPL_boundaryPins=65
export IMPL_rows=23
export IMPL_top_usage_layer="met2"
export IMPL_ys_sh_mux_pct=0
export IMPL_antenna_diode_count=0
export IMPL_ys_cells=83
export IMPL_ant_nets=0
export IMPL_hold_viol=0
export IMPL_yosys_area_top_type="xnor2_1"
export IMPL_core_sq_um=4058
export IMPL_grt_pass1_vias=786
export IMPL_crit_top_cell="clkdlybuf4s50_1"
export IMPL_global_route_usage_met2_pct=10.90
export IMPL_yosysChipArea_sq_um=600.6
export IMPL_synthTopCellsByArea="xnor2_1, nand4_1, xor2_1"
export IMPL_arrival_ns=4.13
export IMPL_grt_pass1_wl_um=3919
export IMPL_syn_area_sq_um=600.6
export IMPL_synth_compound_area_share_pct=0
export IMPL_syn_inst=83
export IMPL_drt_first_pass_iters=4
export IMPL_synth_xor_area_share_pct=40.83
export IMPL_crit_family="buffers and inverters"
export IMPL_cp_data_required_time_ns=7.68
export IMPL_hold_buffers=0
export IMPL_synth_simple_area_share_pct=51.87
export IMPL_dp_hpwl_um=2172
export IMPL_ys_seq_share_pct=0
export IMPL_die_area_sq_um=7225
export IMPL_slowest_stage="clkdlybuf4s50_1"
export IMPL_warnings=33
export IMPL_critPathLaunchType="input pin"
export IMPL_p_leak_nw=0.4314
export IMPL_grt_max_degree=9
export IMPL_synth_most_common_cell="xnor2_1"
export IMPL_fill_cells=440
export IMPL_tightest_slew_ns=0.4697
export IMPL_endpoint_kind="output port"
export IMPL_relSlewSlack_pct=68.45
export IMPL_critPathBufInv=2
export IMPL_setup_tns_ns=0
export IMPL_post_cts_buffers=0
export IMPL_portBuffers=60
-- path summary, 6_finish.rpt --
check | from | endpoint | slack [ns] | cells after the start
worst max-delay path | Addr_in[2] | Addr_o[20] | 3.55 | 7
worst min-delay path | Addr_in[0] | Addr_o[0] | 3.84 | 0
-- metal layers --
metal,wire length [um],vias to the layer above
met3,283,0
met2,1159,33
met5,0,-
met4,0,0
met1,994,337
li1,-,410
-- logic make-up (layout without fill, tap and decap cells) --
group / count (synthesis) / count (layout)
adder cells (fa/ha/maj): 1 / 1
buffers and inverters: 6 / 63
AND/OR/NAND/NOR: 48 / 48
XOR/XNOR: 28 / 28
-- power breakdown --
| group | internal (W) | leakage, nW | total [W] | switching, W |
|---|---|---|---|---|
| Combinational | 0.0000276 | 0.431 | 0.0000402 | 0.0000126 |
| Sequential | 0 | 0 | 0 | 0 |
| Clock | 0 | 0 | 0 | 0 |
-- through the flow --
stage | utilization, % | setup WS (ns) | instances | hold slack (ns)
floorplan | - | 4.843 | 83 | 3.849
global placement | 30.65 | 3.500 | 190 | 3.840
detailed placement | 30.65 | 3.503 | 190 | 3.840
CTS | 30.65 | 3.490 | 190 | 3.840
global route | 30.65 | 3.264 | 190 | 3.840
finish | 30.65 | 3.552 | 190 | 3.840
-- final cells by class --
type | instances | share of cell area, %
inverter | 3 | 0.9054
tap | 50 | 5.030
multi-input combinational | 77 | 45.77
timing repair buffer | 60 | 48.29
-- placed cells by master, fill, tap and decap left out --
cell,count
and3_1,3
nor3_2,1
nand2_1,9
nand4_2,1
xor2_1,6
nand3_1,10
nor4_1,1
nand4_1,9
and4_1,3
clkdlybuf4s50_1,60
or2_1,1
xnor2_1,22
nand4_4,1
inv_1,3
nor4_4,2
ha_1,1
nor2_1,6
nor3_1,1
Power is estimated from default activity; no workload was simulated.
